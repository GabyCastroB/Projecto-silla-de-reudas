**flow/design.v**
```verilog
`timescale 1ns / 1ps
module movimiento(  input clk,  
                    input [2:0] estado,
                    output reg [1:0] right,
                    output reg [1:0] left
                    );
always@(posedge clk)begin
	case(estado)
        3'b000: begin
                    right[0] = 0;
                    right[1] = 0;
                    left[0]  = 0;
                    left[1]  = 0;
                end
        3'b001: begin
                    right[0] = 1;
                    right[1] = 0;
                    left[0]  = 1;
                    left[1]  = 0;
                end
   	    3'b010: begin
                    right[0] = 0;
                    right[1] = 1;
                    left[0]  = 0;
                    left[1]  = 1;
                end
        3'b011: begin
                    right[0] = 1;
                    right[1] = 0;
                    left[0]  = 0;
                    left[1]  = 1;
                end
        3'b100: begin
                    right[0] = 0;
                    right[1] = 1;
                    left[0]  = 1;
                    left[1]  = 0;
                end
        default:begin
                    right[0] = 0;
                    right[1] = 0;
                    left[0]  = 0;
                    left[1]  = 0;
                end
	endcase
end
endmodule
```
**flow/config.mk**
```make
export PLATFORM = sky130hd
export DESIGN_NAME = movimiento
export DESIGN_NICKNAME = movimiento
export VERILOG_FILES = /design/flow/design.v
export SDC_FILE = /design/flow/constraint.sdc
export NUM_CORES = 4
export LEC_CHECK = 1
export CORE_AREA = 10 10 70 70
export DIE_AREA = 0 0 80 80
```
**flow/run.sh**
```bash
#!/bin/bash
# OpenROAD 26Q1-2900-gdf79404cd8, Yosys 0.63+post, stock flow scripts
make -C /OpenROAD-flow-scripts/flow DESIGN_CONFIG=/design/flow/config.mk WORK_HOME=/design/flow/orfs finish
```
**flow/constraint.sdc**
```tcl
current_design movimiento

set clk_period 1.0
set clk_io_pct 0.2

create_clock -name clk0 -period $clk_period [get_ports {clk}]

set non_clock_inputs [all_inputs -no_clocks]
set_input_delay [expr $clk_period * $clk_io_pct] -clock clk0 $non_clock_inputs
set_output_delay [expr $clk_period * $clk_io_pct] -clock clk0 [all_outputs]
```
==> metrics.cfg <==
[run_status]
status = finished, final reports clean

[synthesis]
ys_types = 4
yosys_warnings = 1
yosys-top-cells-area = dfxtp_1 65%, and2b_2 14%, xnor2_1 14%, nor2_1 6.1%
yosys.area.top_type = dfxtp_1
synth_flops = 4
ys_seq_share_pct = 65.31
yosys.area.top_type_share_pct = 65.31
ys_area_um2 = 122.6
syn_area_per_cell_um2 = 12.26
synth_stat.cells = 10
syn-cell-area_um2 = 122.6
synth_cells = 10

[global_route]
grt_max_degree = 5
grt_util_met3_pct = 2.614
grt_use_met1_pct = 0.8644
top_usage_layer = met3
grt.overflow.total = 0
grt_use_total_pct = 1.274
gr-usage-met2_pct = 1.284
grt_pass1_vias = 113
antenna_found_initial = 0
grt_pass1_wl_um = 545

[run]
maxCapViolations = 0
warning_count = 25

[placed_design]
placed_cells = 63
routabilityCongestion = 0.6293
io_buffers = 7

[detailed_routing]
final_antenna_net_count = 0
first_iter_violations = 2
vias = 102
routed_wl_um = 370
via_per_inst = 1.545
routedWlPerCell_um = 5.606
diodes = 0
drc = 0
drt_first_pass_iters = 2

[final_layout]
drive_gt1_share_pct = 25.00
layoutNonFillerInstCount = 66
lay_top_cells = 4 x dfxtp_1, 4 x dlygate4sd2_1, 3 x clkbuf_4, 3 x clkdlybuf4s50_1
area_growth_pct = 118.4
n_fill_cell = 413

[final_timing]
fin_crit_ps = 950.5
finalHoldViolCount = 0
relSlewSlack_pct = 88.20
finalMaxSlewViolations = 0
setup_violations = 0
timing.final.crit_share_pct = 95.05
fmax_mhz = 1052
rsz0062_at_grt = false
tightestPinTransition_ps = 176.4

[hold_path]
worst_hold_path_type = in2reg
hp-start = estado[1]

[setup_path]
setup.worst_path.start = left[1]
required_ps = 800
crit_path_start_kind = register
critPathTopFamily = flip-flops
crit_path_max_fanout = 1
cp_num_buf_inv = 1
critPathSlowestCell = dfxtp_1
max_stage_delay_ps = 280
arrival_ps = 750
path_cells = dlygate4sd2_1
critPathKind = reg2out
end_kind = output port

[clock_tree]
clockRootBuffer = clkbuf_4
clockBufferDepth = 2
cts.sinks = 4
cts_max_level = 1
clkTransAtPathRegs_ps = 40
numCtsBuffers = 3
cts_tree = done

[pwr]
p_per_area_nw_per_um2 = 1543
intPower_w = 0.0003350
pwr-share-clk_pct = 48.0
seqPwrFrac_pct = 41.9
cellLeakagePower_nw = 0.1040
vdd_drop_max_uv = 172.3
p_comb_share_pct = 10.1
netSwitchingPower_w = 0.00007809
p_total_w = 0.0004130
switching_share_pct = 18.91

[floorplanning]
die_w_um = 80
coreArea_um2 = 3416
initCoreUtil_pct = 3.590
placement_rows = 21
die_area_um2 = 6400
io_pins = 8
die_height_um = 80

-- worst paths after layout --
check / end / slack, ps / cells after the start
max: left[1] / 50 / 1
min: left[0] / 570 / 2
-- metrics by stage --
stage / worst slack, ps / hold WS (ps) / setup TNS, ps / util (%) / area, um2
after floorplan: 504.1 / 272.4 / 0 / - / 122.6
after global placement: -80.39 / 810.7 / -227.0 / 7.326 / 250.2
after detailed placement: -109.1 / 826.0 / -350.6 / 7.326 / 250.2
after CTS: 33.32 / 580.6 / 0 / 7.839 / 267.8
after global routing: 5.765 / 593.6 / 0 / 7.839 / 267.8
final: 49.46 / 574.7 / 0 / 7.839 / 267.8
-- cell type report --
class | count | area (um2) | share of cell area, %
sequential | 4 | 80.08 | 29.91
tap | 46 | 57.56 | 21.50
clock buffer | 3 | 22.52 | 8.411
multi-input combinational | 6 | 42.54 | 15.89
timing repair buffer | 7 | 65.06 | 24.30
-- cell usage after synthesis (all sizes together) --
cell / n
and2b: 2
dfxtp: 4
nor2: 2
xnor2: 2
-- registers in the layout (all words and copies together), names as in the netlist --
register	flops
right	2
left	2
-- per-layer routing --
layer  routed length, um  share of wire (%)  up-vias
met2                 112                 30        8
met5                   0                  0        -
li1                    -                  -       50
met1                 118                 32       40
met4                  16                4.3        0
met3                 123                 33        4
-- kinds of logic after synthesis --
kind of cell,after synthesis,share of synthesized area [%]
XOR/XNOR,2,14.29
flip-flops,4,65.31
AND/OR/NAND/NOR,4,20.41
-- power by group through the flow --
stage	Sequential, W	Combinational [W]	Clock (W)
after CTS	0.000173	0.0000428	0.000210
after global routing	0.000174	0.0000462	0.000224
final	0.000173	0.0000416	0.000198
-- timing repair --
| item | in CTS | in global routing |
|---|---|---|
| endpoints found under the setup margin | 4 | 0 |
| buffers inserted | 0 | 0 |
| resized | 4 | 0 |
| hold buffers | 0 | 0 |
No activity file was given, so power comes from the tool's default toggle rates.
