`config.mk`:
```
export PLATFORM = sky130hd
export DESIGN_NAME = Top_teclado
export DESIGN_NICKNAME = Top_teclado
export VERILOG_FILES = /design/flow/design.v
export SDC_FILE = /design/flow/constraint.sdc
export NUM_CORES = 4
export LEC_CHECK = 1
export CORE_UTILIZATION = 30
```
`constraint.sdc`:
```
current_design Top_teclado

set clk_period 3.1
set clk_io_pct 0.2

create_clock -name clk0 -period $clk_period [get_ports {clk50}]

set non_clock_inputs [all_inputs -no_clocks]
set_input_delay [expr $clk_period * $clk_io_pct] -clock clk0 $non_clock_inputs
set_output_delay [expr $clk_period * $clk_io_pct] -clock clk0 [all_outputs]
```
`run.sh`:
```
#!/bin/bash
# OpenROAD 26Q1-2900-gdf79404cd8, Yosys 0.63+post, stock flow scripts
make -C /OpenROAD-flow-scripts/flow DESIGN_CONFIG=/design/flow/config.mk WORK_HOME=/design/flow/orfs finish
```
`design.v`:
```
`timescale 1ns / 1ps
module Divisor_Teclado(clk_T,t);
	input clk_T;  
	output t;
	reg [16:0]cont;
	initial begin
		cont=0;
	end
	assign t=cont[16];
	always @(posedge clk_T)
	cont<=cont+1'b1;
endmodule 
module LectorFila(clk_sec,ent_teclado);
	input clk_sec;
	output reg[3:0]ent_teclado;
	reg [2:0] state, nextstate;
	parameter S0 = 3'd0;
	parameter S1 = 3'd1;
	parameter S2 = 3'd2;
	parameter S3 = 3'd3;
	parameter S4 = 3'd4;
	initial state=S0;
	always @ (posedge clk_sec)
		state = nextstate;
	always @(*)begin
		case (state)
			S0: nextstate = S1;
			S1: nextstate = S2;
			S2: nextstate = S3;
			S3: nextstate = S4;
			S4: nextstate = S0;
			default: nextstate = S0;
		endcase
		case (state)
			S0: ent_teclado=4'b1111;
			S1: ent_teclado=4'b1000;
			S2: ent_teclado=4'b0100;
			S3: ent_teclado=4'b0010;
			S4: ent_teclado=4'b0001;
			default: ent_teclado=4'b1111;
		endcase
	end
endmodule
`timescale 1ns / 1ps
module Teclado(clk_Teclado,Fila,Columna,ascii,isDone);
	input clk_Teclado;
	input [3:0]Fila,Columna;
	output reg isDone;
	output reg[6:0]ascii;
reg en;
reg[3:0]sal;
reg[7:0]cod;
reg opr; 
reg cont;
	initial begin
		ascii=7'b0000000;
		sal=4'b0;
		en=0;
		cod=0;
		cont=0;
		isDone=0;
	end
	always@(posedge clk_Teclado)begin
	if(Fila==4'b1111)begin		 
	if(Columna==4'b1000 | Columna==4'b0100 | Columna==4'b0010 | Columna==4'b0001)begin
	sal=Columna;	 
	if(opr==1)
	en=1;
	end
			else begin
				en=0;
				opr=0;
			end
		end
		else begin	 
			if(sal==0)cod=cod;
			else begin
if(Columna==sal)begin 
if(en==0)begin 		 
						cod={Fila,Columna};		
						opr=1;
					end
				end
			end
		end
	end
	always@(posedge clk_Teclado)
		if(en)begin
			if(~(cont==0)) begin
				cont<=cont+1'b1;
				isDone=1;
			end
			else
				isDone=0;
		end
		else cont<=1;
	always@(*)
			case(cod)
		        8'b00010100: ascii=7'b0000000;  
				8'b10001000: ascii=7'b0000001;  
				8'b10000100: ascii=7'b0000010;  
				8'b10000010: ascii=7'b0000011;  
				8'b01001000: ascii=7'b0000100;  
				8'b01000100: ascii=7'b0000101;  
				8'b01000010: ascii=7'b0000110;  
				8'b00101000: ascii=7'b0000111;  
				8'b00100100: ascii=7'b0001000;  
				8'b00100010: ascii=7'b0001001;  
				8'b10000001: ascii=7'b1001010;  
				8'b01000001: ascii=7'b0101011;  
				8'b00100001: ascii=7'b1001110;  
				8'b00010001: ascii=7'b1101111;  
				8'b00011000: ascii=7'b0101110;  
				8'b00010010: ascii=7'b1111111;  
				default: ascii=7'b0000000;  
			endcase
endmodule
`timescale 1ns / 1ps
module Top_teclado(clk50,ascii,Columna,isDone,Fila);
	input clk50; 
	input [3:0]Columna;
	output [6:0]ascii; 
	output  isDone;
	output [3:0] Fila;
	wire w_clk;
	LectorFila lec_F(.clk_sec(w_clk), .ent_teclado(Fila));
	Teclado teclado(.clk_Teclado(w_clk), .Fila(Fila), .ascii(ascii), .Columna(Columna), .isDone(isDone));
	Divisor_Teclado div_T(.clk_T(clk50), .t(w_clk));
endmodule
```
==> flow_summary_export.csv <==
group,metric,value,unit
status,status,"finished clean",
die,die_y,79.0,microns
synth,yosysTopAreaCellShare,25.4,%
routing,drc,0,
place,io_buffers,16,
die,coreArea,5610,sq um
routing,num_vias,1212,
final_timing,finalHoldViolations,0,
global_route,gr-usage-met2,14.6,%
final_layout,comb_area,827,sq um
synth,ff_type,"dfxtp_1",
final_layout,fill_cells,569,
power,switching_share,19.6,%
power,clock_power_share,39.7,%
power,p_seq_share,55.5,%
die,ios,17,
final_timing,rsz0062_at_grt,"false",
final_layout,utilization,35.9,%
power,power_density,199,nW/um^2
clocking,cts_hold_buffers,0,
routing,drt-total-wl,2740,microns
critical_path,slowest_delay,0.58,ns
critical_path,crit_fanout,5,
critical_path,cp-start-kind,"flop",
critical_path,cp-end-kind,"flop",
final_timing,tightest_slew,0.636,ns
synth,ys.flops,36,
clocking,path_clk_slew,0.06,ns
clocking,htree_levels,1,
critical_path,rr_worst_depth,4,
critical_path,worst-endpoint-required,3.24,ns
critical_path,crit_family,"simple AND/OR/NAND/NOR gates",
routing,vias_per_cell,4.72,
routing,num_antenna_cells,0,
synth,edf_count,15,
critical_path,crit_slowest_cell,"nor3_1",
place,routabilityCongestion,0.786,
final_timing,whs,0.400,ns
global_route,grt_util_met3,2.45,%
synth,ys_chip_area,1780,sq um
synth,syn_area,1780,sq um
critical_path,crit_arrival,1.67,ns
routing,routedWlPerCell,10.7,microns
hold_path,hold_class,"reg2reg",
power,leakage,0.624,nW
synth,ys_seq_share,49.0,%
critical_path,cp_cell_sequence,"nand3_1, nor3_1, nand3_1, xnor2_1",
final_timing,clock_skew,0.000774,ns
final_timing,fin_setup_tns,0,ns
global_route,grt-ovfl-total,0,
routing,antenna_left,0,
final_timing,unclocked_pins,19,
critical_path,timing_worst_setup_path_type,"reg2reg",
routing,drt_iter0_drc,22,
final_layout,seq_area,871,sq um
hold_path,hold_depth,1,
final_timing,post-route-min-period,1.53,ns
synth,synth_cells,174,
power,vdd_drop_max,0.000252,V
synth,yosys_warnings,3,
clocking,clkLatencyLatePin,0.24,ns
place,hpwlAfterDp,1920,microns
final_timing,fmax,0.652,GHz
global_route,met1_usage,13.6,%
clocking,cts_setup_buffers,0,
flow_run,warnings,25,
clocking,cts_tree,"built",
critical_path,reg2reg_slack,1.57,ns
global_route,grt_pass1_vias,1061,
place,dp_cells,253,
flow_run,max_cap_viol_count,0,
synth,ys_types,44,
final_layout,drive_gt1_share,5.41,%
final_timing,max_slew_margin,57.2,%
synth,largest_area_cell,"edfxtp_1",
critical_path,cpMostUsedCell,"nand3_1",
critical_path,cp_num_buf_inv,0,
synth,ys_cells,174,
global_route,grt_use_total,9.22,%
clocking,ctsLongestPathBuffers,2,
synth,async_flop_share,0,%
die,floorplan.core_util,31.7,%
final_layout,area_growth,13.2,%
final_timing,untimed_endpoints,46,
global_route,grt_max_degree,21,
power,p_int,0.322,mW
final_timing,drv_slew,0,
synth,synth.avg_cell_area,10.2,sq um
final_timing,setup_slack,1.57,ns
power,power.switching,0.0787,mW
die,fp-row-count,27,
synth,area_leaders,"edfxtp_1 (25%), dfxtp_1 (24%), xnor2_1 (8.9%)",
final_timing,finalSetupViolations,0,
die,dieArea,6230,sq um
final_layout,stdcell_count,257,
routing,drtPass1Iterations,4,
global_route,grt_pass1_wl,4610,microns
global_route,antenna_found_initial,0,
clocking,cts_root_buffer,"clkbuf_8",
global_route,grt.busiest_layer,"met2",
place,post-place-ws,1.67,ns
clocking,cts_buffers,3,
final_timing,min_period_over_period,49.4,%
critical_path,path_depth,4,
clocking,cts_resized,0,
die,die_w,79.0,microns
power,p_comb_share,4.8,%
[routing by layer]
layer	wire length (microns)	share of wire, %
met1	1330	49
met4	0	0
met3	166	6.1
met2	1240	45
met5	0	0
[cells in the final DEF, fill, tap and decap left out, drive strengths merged, types with 3 or more instances in the layout]
cell type,instances
nand3,7
clkbuf,4
xnor2,18
nor2,18
nor4b,3
edfxtp,15
o21ai,5
nor3b,3
inv,5
a21oi,5
clkdlybuf4s50,16
xor2,10
dfxtp,21
or4b,5
nor3,9
nand2,12
[worst paths after layout]
check | startpoint | to
setup / recovery | div_T.cont[2] | div_T.cont[9]
hold / removal | div_T.cont[0] | div_T.cont[0]
setup reg to reg | div_T.cont[2] | div_T.cont[9]
hold reg to reg | div_T.cont[0] | div_T.cont[0]
[logic make-up after synthesis]
kind of cell	share of synthesized area, %
AND-OR/OR-AND	8.52
flip-flops	49.0
AND/OR/NAND/NOR	22.4
buffers and inverters	4.44
multiplexers	1.13
adder cells (fa/ha/maj)	0.704
XOR/XNOR	13.8
[cells in the mapped netlist, types with 2 or more instances]
library cell and count:
dfxtp_1 21, nor2_1 18, xnor2_1 18, edfxtp_1 15, nand2_1 12, xor2_1 10
nor3_1 9, nand3_1 7, inv_1 5, o21ai_0 5, a21oi_1 4, buf_2 3
buf_6 3, clkbuf_1 3, nor3b_1 3, nor4b_1 3, or4b_2 3, a31oi_1 2
mux2i_1 2, nand2b_1 2, nor2b_1 2, o21bai_1 2
[sequential cells by signal, indices dropped and copies added, names as in the netlist]
name            cells
teclado.cod         8
div_T.cont         17
teclado.sal         4
teclado.en          1
lec_F.state         3
teclado.cont        1
teclado.isDone      1
teclado.opr         1
[stage by stage]
step | power, mW | instance area (sq um)
global route | 0.417 | 2010
floorplan | 0.236 | 1780
global placement | 0.246 | 1970
detailed placement | 0.247 | 1970
finish | 0.401 | 2010
CTS | 0.406 | 2010
[area by class of cell]
class                           instances  area share (%)
Inverter                                5           0.933
Timing Repair Buffer                   16            7.96
Tap cell                               72            4.48
Multi-Input combinational cell        124            41.1
Sequential cell                        36            43.3
Clock buffer                            4            2.24
[power by group through the flow]
stage	combinational (mW)	clock, mW	sequential, mW
4_1_cts	0.0197	0.164	0.222
6_report	0.0194	0.159	0.222
5_1_grt	0.0215	0.174	0.222
Power is estimated from default activity; no workload was simulated.
